$ cat flow/config.mk
export PLATFORM = sky130hd
export DESIGN_NAME = vending_machine
export DESIGN_NICKNAME = vending_machine
export VERILOG_FILES = /design/flow/design.v
export SDC_FILE = /design/flow/constraint.sdc
export NUM_CORES = 4
export LEC_CHECK = 1
export CORE_AREA = 10 10 76 76
export DIE_AREA = 0 0 86 86
$ cat flow/constraint.sdc
current_design vending_machine

set clk_period 2.3
set clk_io_pct 0.2

create_clock -name clk0 -period $clk_period [get_ports {clk}]

set non_clock_inputs [all_inputs -no_clocks]
set_input_delay [expr $clk_period * $clk_io_pct] -clock clk0 $non_clock_inputs
set_output_delay [expr $clk_period * $clk_io_pct] -clock clk0 [all_outputs]
$ cat flow/design.v
module vending_machine(product_snack,
                       product_coffee,
                       product_drink,
                       product_candy,
                       change,
                       state,
                       clk,
                       rst,
                       sel,
                       snack,
                       coffee,
                       drink,
                       candy,
                       rs_10,
                       rs_20,
                       no_product);
input clk,rst;
input [2:0]snack,  
           coffee,
           drink,
           candy;
input [1:0]sel;
input rs_10,rs_20,no_product;
output reg product_snack,
           product_coffee,
           product_drink,
           product_candy;
output reg [3:0]change;
output reg [3:0]state;
parameter user_selection= 4'd0;
parameter selection_1= 4'd1;
parameter selection_2= 4'd2;
parameter selection_3= 4'd3;
parameter selection_4= 4'd4;
parameter money_1= 4'd5;
parameter money_2= 4'd6;
parameter money_3= 4'd7;
parameter money_4= 4'd8;
parameter money_1_10= 4'd9;
parameter money_1_20= 4'd10;
parameter money_2_10= 4'd11;
parameter money_2_20= 4'd12;
parameter money_2_30= 4'd13;
parameter product_delivery= 4'd14;
parameter service_state= 4'd15;
always @(posedge clk or negedge rst)
begin
if(!rst) state<=user_selection;
else
 begin
 case(state)
 user_selection: case(sel)
                 2'b00: state<=selection_1;
                 2'b01: state<=selection_2;
                 2'b10: state<=selection_3;
                 2'b11: state<=selection_4;
                 default: state<=user_selection;
                 endcase
 selection_1: if(snack==0) state<=user_selection;
              else state<=money_1;
 selection_2: if(coffee==0) state<=user_selection;
              else state<=money_2;
 selection_3: if(drink==0) state<=user_selection;
              else state<=money_3;
 selection_4: if(candy==0) state<=user_selection;
              else state<=money_4;
 money_1: if(rs_10) state<=money_1_10;
          else if(rs_20) state<=money_1_20;
          else state<=money_1;
 money_1_10: if(rs_10) state<=money_1_20;
             else if(rs_20) state<=product_delivery;
             else state<=money_1_10;
 money_1_20: if(rs_10||rs_20) state<=product_delivery;
             else state<=money_1_20;
 money_2: if(rs_10) state<=money_2_10;
          else if(rs_20) state<=money_2_20;
          else state<=money_2;
 money_2_10: if(rs_10) state<=money_2_20;
             else if(rs_20) state<=money_2_30;
             else state<=money_2_10;
 money_2_20: if(rs_10) state<=money_2_30;
             else if(rs_20) state<=product_delivery;
             else state<=money_2_20;
 money_2_30: if(rs_10||rs_20) state<=product_delivery;
             else state<=money_2_30;
 money_3: if(rs_10) state<=money_2_10;
          else if(rs_20) state<=money_2_20;
          else state<=money_3;
 money_4: if(rs_10) state<=money_1_10;
          else if(rs_20) state<=money_1_20;
          else state<=money_4;
 product_delivery: if(no_product) state<=service_state;
                   else state<=user_selection;
 service_state: state<=service_state;
 default: state<=user_selection;
 endcase
 end
end
always @(posedge clk or negedge rst)
begin
 if(!rst) begin
          product_snack<=0;
          product_coffee<=0;
          product_drink<=0;
          product_candy<=0;
          end
 else
   begin
   if(state==product_delivery)
   case(sel)
   2'b00: begin
          product_snack<=1;
          product_coffee<=0;
          product_drink<=0;
          product_candy<=0;
          end
   2'b01: begin
          product_snack<=0;
          product_coffee<=1;
          product_drink<=0;
          product_candy<=0;
          end
   2'b10: begin
          product_snack<=0;
          product_coffee<=0;
          product_drink<=1;
          product_candy<=0;
          end
   2'b11: begin
          product_snack<=0;
          product_coffee<=0;
          product_drink<=0;
          product_candy<=1;
          end
   endcase
   else begin
        product_snack<=0;
        product_coffee<=0;
        product_drink<=0;
        product_candy<=0;
        end
   end
end
always @(posedge clk or negedge rst)
begin
 if(!rst) change<=0;
 else
  begin
  if(state==money_1_20 && rs_20)
    change<=4'd10;
  else if(state==money_2_30 && rs_20)
    change<=4'd10;
  else
    change<=0;
  end
end
endmodule
$ cat flow/run.sh
#!/bin/bash
# OpenROAD 26Q1-2900-gdf79404cd8, Yosys 0.63+post, stock flow scripts
make -C /OpenROAD-flow-scripts/flow DESIGN_CONFIG=/design/flow/config.mk WORK_HOME=/design/flow/orfs finish
==> run notes <==
Status on the layout run. According to the I/O placement log, the pin count is 31. Per the TritonCTS log, the buffer count is 3. Worst setup skew after layout landed at 0.000737 ns. Setup repair after global routing left no endpoint under its margin.

The slowest stage of the critical path is the sky130_fd_sc_hd__dfrtp_1 cell. Of the available clock period, the critical path in the final layout requires between 80% and 90%. For reference, full adder, half adder and majority cells occupy slightly above 7% of the area reported after synthesis. STA classifies the critical path startpoint as a register. The number of global-route vias before repair is roughly 730. The synthesized instance count is around 80. The script extracted a total leakage power of roughly 0.42 nW.

The timing report gives the biggest stage delay along the critical path as 0.63 ns. Total length of routed wires landed at around 1900 um. In this run the VDD rail shows a maximum IR drop of approximately 0.00030 V. The routed design ends up with an antenna cell count of 0. Clock slew seen by the registers of the worst setup and hold paths landed at around 0.04 ns. Synthesized-area fraction occupied by xor and xnor cells landed at 0%. The synthesis report names the predominant flop master as sky130_fd_sc_hd__dfrtp_1.

Listed in order, past its start point the critical path passes clkdlybuf4s50_1. Number of enable-type register cells in the synthesized netlist landed at 0. Number of slew-limit violations in the final report landed at 0.

Together, buffers and inverters on the worst path number 1. Detailed placement finished with a half-perimeter wire length of 1540 um. Flip-flop and latch count after synthesis landed at 9.

Number of violations reported at the end of detailed-routing iteration 0 landed at about 60. The floorplan step set the die width to ~86 um. Ratio of routed vias to standard cells landed at ~4.4. The root buffer cell chosen for the clock tree is sky130_fd_sc_hd__clkbuf_8. The worst setup path is captured at an output pin. The die covers approximately 0.0074 mm^2. The critical path maximum fanout is 18. Smallest hold slack landed at around 0.52 ns.

No sink is reached through more buffers than the 2 on the longest clock path. The later pin in the worst-skew pair is clocked with a latency of 0.23 ns. Starting density of the core landed at 16.8%. Quantity of gates resized following cts landed at 0. Final number of setup-violating endpoints landed at 0.

In this run the number of H-tree levels came out at 1. Per the run report, area growth between synthesis and finish was 50.6%. Synthesized-area fraction occupied by and/or/nand/nor cells landed at 25.8%.

The flow ran to the end, and the final reports show no timing, DRC or antenna violations. In this run the biggest area consumer among cell types represents around 33% of the synthesized area. Via count landed at a little under 700.

Number of filler cells placed in the layout landed at 442. Row count landed at 23. In this run the tool buffered the top-level ports with 28 buffer cells. Routability-driven placement finished with a final weighted congestion of ~0.81. Of all cell types, the one taking the most synthesized area is sky130_fd_sc_hd__dfrtp_1. The worst path needs between 1.5 and 2 ns of the cycle, external delays included. Sum of overflow across all layers after global routing landed at 0. The script parses the final routing iteration and logs DRC violations as 0.

The synthesized netlist devotes between 20 and 25% of its cell area to compound gates. In the synthesized netlist, the dominant kind of combinational cell is simple AND/OR/NAND/NOR gates. Power density relative to cell area landed at 945 mW/mm^2. The number of cells reported by Yosys stat comes to around 80. Per the timing report, the achievable frequency comes out to about 530 MHz.

Counting endpoints that fail hold in the final report gives 0. In the final timing run, aggregate negative setup slack is 0 ns. Area of the mapped netlist landed at 689 um^2. Largest net degree at the start of global routing landed at 19.

Once layout is complete, the utilization of the core stands at around 25%. Summed standard-cell area reported by yosys landed at 689 um^2. Number of antenna-violating nets in the routed design landed at 0. Number of setup buffers added after CTS landed at 0.

Hold-fix buffer count after cts landed at 0. TritonCTS built the clock tree. Number of warnings the tools reported landed at 28. The worst setup path is of the register to output pin kind. In the final layout, the share of cells above drive strength 1 is ~4.8%. Summing all multiplexer cells gives an area fraction of between 2 and 3%.

The gate-level netlist out of Yosys references 34 unique cell types. Sequential element share of the synthesized area landed at around 33%. According to the hold report, the worst path is of the input pin to asynchronous set/reset pin type.

The number of clock sinks came to 9. Number of antenna violations at the first check in global routing landed at 0. The iteration count recorded for the first detailed-route pass is 4.

The synthesis report lists the most area-consuming cells as sky130_fd_sc_hd__dfrtp_1 (33%), sky130_fd_sc_hd__ha_1 (7.3%), sky130_fd_sc_hd__and2_1 (3.6%). Standard cell core area landed at just over 0.004 mm^2. For this sky-water flow run, the detailed-routed wirelength per cell is reported as 12.3 um. The average instance in the mapped netlist occupies about 8.6 um^2.

Global-route total usage across every layer landed at 5.15%. Fraction of synthesis flops using an asynchronous set or reset pin landed at roughly 100%. Number of max-cap violations landed at 0. On the critical path the data arrives at approximately 1.4 ns.

The warning tally printed by Yosys for this design is 1. Broken down by cell family, the worst path's largest delay share belongs to flip-flops. The first global-routing pass estimated about 3300 um of wire. After layout, the design draws a total of about 980 uW. The vertical die dimension reported for this design is 86 um. The critical path endpoint has a required time of 1.84 ns.
layout by cell type, fill, tap and decap left out, types with 2 or more instances in the layout:
cell type,instances
sky130_fd_sc_hd__nor3_1,3
sky130_fd_sc_hd__nand4_1,2
sky130_fd_sc_hd__conb_1,2
sky130_fd_sc_hd__or4b_1,2
sky130_fd_sc_hd__and2_1,4
sky130_fd_sc_hd__nor3b_1,2
sky130_fd_sc_hd__ha_1,4
sky130_fd_sc_hd__clkbuf_8,3
sky130_fd_sc_hd__o21ai_0,4
sky130_fd_sc_hd__o311ai_0,2
sky130_fd_sc_hd__mux2i_1,2
sky130_fd_sc_hd__clkdlybuf4s50_1,28
sky130_fd_sc_hd__a21oi_1,3
sky130_fd_sc_hd__dfrtp_1,9
sky130_fd_sc_hd__nand3_1,3
sky130_fd_sc_hd__inv_1,4
sky130_fd_sc_hd__nor2_1,6
sky130_fd_sc_hd__nor2b_1,4
sky130_fd_sc_hd__nand2_1,2
sky130_fd_sc_hd__o21a_1,2
sequential cells by signal, indices dropped and copies added, names as in the netlist:
name            count
product_snack       1
change              1
product_candy       1
product_drink       1
product_coffee      1
state               4
metrics by stage:
| step | std cells | area (um^2) | setup slack (ns) |
|---|---|---|---|
| floorplan | 81 | 693 | 0.734 |
| global placement | 151 | 993 | 0.277 |
| detailed placement | 151 | 993 | 0.266 |
| CTS | 155 | 1040 | 0.401 |
| global route | 155 | 1040 | 0.318 |
| finish | 155 | 1040 | 0.411 |
kinds of logic after synthesis:
logic type,count (synthesis)
adders and majority gates,4
muxes,2
AOI/OAI and AO/OA,21
buffers and inverters,12
other,1
DFF,9
and+or+nand+nor,31
synthesized netlist by cell type (3+ instances only):
master	number
sky130_fd_sc_hd__dfrtp_1	9
sky130_fd_sc_hd__nor2_1	6
sky130_fd_sc_hd__and2_1	4
sky130_fd_sc_hd__clkbuf_1	4
sky130_fd_sc_hd__ha_1	4
sky130_fd_sc_hd__inv_1	4
sky130_fd_sc_hd__nor2b_1	4
sky130_fd_sc_hd__o21ai_0	4
sky130_fd_sc_hd__a21oi_1	3
sky130_fd_sc_hd__buf_4	3
sky130_fd_sc_hd__nand3_1	3
sky130_fd_sc_hd__nor3_1	3
power breakdown:
part | total, mW | switching, mW | internal (mW)
sequential | 0.348 | 0.139 | 0.209
combinational | 0.457 | 0.164 | 0.292
clock | 0.177 | 0.0571 | 0.120
worst register-to-register path, cell delays in order, from the launching register on:
cell and delay, ns:
sky130_fd_sc_hd__dfrtp_1 0.63, sky130_fd_sc_hd__or4b_1 0.50, sky130_fd_sc_hd__a2bb2oi_2 0.16, sky130_fd_sc_hd__a2bb2oi_1 0.08, sky130_fd_sc_hd__a211o_1 0.26
metal layers:
metal	global-route usage [%]	routed length, um
met2	8.52	875
met4	1.20	23
met5	0	0
met1	6.29	816
met3	1.72	184
final timing paths:
path	slack, ns	to	cells after the start	startpoint
setup / recovery	0.41	state[0]	1	state[0]
hold / removal	0.52	state[1]	1	rst
setup reg to reg	0.56	state[1]	4	state[1]
hold reg to reg	0.74	change[1]	2	state[3]
max in group asynchronous	1.50	product_snack	1	rst
min in group clk0	0.74	change[1]	2	state[3]
layout make-up:
cell class	instances	area [um^2]	share of cell area [%]
sequential	9	225	21.7
inverter	4	15.0	1.45
tap	50	62.6	6.02
clock buffer	4	45.0	4.34
multi-input combinational	60	410	39.5
timing repair buffer	28	280	27.0
Power is estimated from default activity; no workload was simulated.
